--- constraint.sdc ---
current_design SR_CONV_CHANNEL

set clk_period 36.8
set clk_io_pct 0.2

create_clock -name clk0 -period $clk_period [get_ports {clk}]

set non_clock_inputs [all_inputs -no_clocks]
set_input_delay [expr $clk_period * $clk_io_pct] -clock clk0 $non_clock_inputs
set_output_delay [expr $clk_period * $clk_io_pct] -clock clk0 [all_outputs]
--- config.mk ---
export PLATFORM = sky130hd
export DESIGN_NAME = SR_CONV_CHANNEL
export DESIGN_NICKNAME = SR_CONV_CHANNEL
export VERILOG_FILES = /design/flow/design.v
export SDC_FILE = /design/flow/constraint.sdc
export NUM_CORES = 4
export LEC_CHECK = 1
export CORE_UTILIZATION = 40
--- run.sh ---
#!/bin/bash
# OpenROAD 26Q1-2900-gdf79404cd8, Yosys 0.63+post, stock flow scripts
make -C /OpenROAD-flow-scripts/flow DESIGN_CONFIG=/design/flow/config.mk WORK_HOME=/design/flow/orfs finish
--- design.v ---
module SR_CONV_CHANNEL (
    input clk,
    input rst_n,
    input logic [15:0] weight,
    input logic [15:0] bias,
    input  logic [15:0] in_data,
    input in_valid,
    output logic [15:0] out_data,
    output logic out_valid
);
logic out_valid_n;
logic [15:0] out_data_n;
logic signed[24:0] mul,mul_n;
logic signed[24:0] sum[0:21],sum_n[0:21];
logic signed [23:0] bias_extended;
logic signed[15:0] in_data_reg, bias_reg, weight_reg;
logic [7:0] in_count, in_count_n;
logic [8:0] row_count, row_count_n;
logic [8:0] col_count_8, col_count_8_n;
logic [8:0] channel_count, channel_count_n;
logic signed[24:0] out_temp[0:1], out_temp_n[0:1];
logic start_out, start_out_n, has_start_out, has_start_out_n;
logic start_turn[1:0], start_turn_n[1:0];
logic start_in,start_in_n; 
assign bias_extended = {bias_reg,8'b0};
assign mul_n = in_data_reg * weight_reg;
always_comb begin           
    in_count_n = in_count;
    col_count_8_n = col_count_8;
    row_count_n = row_count;
    channel_count_n = channel_count;
    if(start_in)begin
        if(channel_count == 63)begin
            channel_count_n = 0;
            in_count_n = in_count + 1;
            if(in_count == 7)begin
                in_count_n = 0;
                col_count_8_n = col_count_8 + 1;
                if(col_count_8 == 21)begin
                    col_count_8_n = 0;
                    row_count_n = row_count + 1;
                    if(row_count == 7)begin
                        row_count_n = 0;
                    end
                end
            end
        end else begin
            channel_count_n = channel_count + 1;
        end
    end
end
assign out_temp_n[1] = sum[0] + bias_extended;
always_comb begin
    out_data_n = out_temp[1]>>>8;
    if(out_temp[1][7])begin
        if(out_temp[1][6:0] || out_temp[1][8])begin
            out_data_n = (out_temp[1]>>>8) + 1;
        end
    end
end
assign out_valid_n = start_out;
assign start_in_n = (in_valid)? 1:start_in;
always_comb begin
    out_temp_n[0] = out_temp[0];
    start_out_n = start_out;
    has_start_out_n = has_start_out;
    for(int i = 0; i <= 21; i = i + 1)begin
        sum_n[i] = sum[i];
    end
    if(start_turn[1])begin
        if(row_count == 7)begin
            out_temp_n[0] = sum[0] + mul;
            for(int i = 0; i < 21; i = i + 1)begin
                sum_n[i] = sum[i+1];
            end
            sum_n[0] = sum[1] + mul;
            if(col_count_8 == 0)begin
                start_out_n = 0;
                sum_n[21] = sum[0];
            end else begin
                start_out_n = 1;
                sum_n[21] = 0;
                has_start_out_n = 1;
            end
        end else begin
            for(int i = 0; i < 21; i = i + 1)begin
                sum_n[i] = sum[i+1];
            end
            sum_n[21] = sum[0];
            sum_n[0] = sum[1] + mul;
            start_out_n = 0;
            if(row_count == 0 && col_count_8 == 0 && has_start_out)begin
                start_out_n = 1;
                sum_n[21] = 0;
            end
        end
    end else begin
        sum_n[0] = sum[0] + mul;
        start_out_n = 0;
    end
end
assign start_turn_n[1] = start_turn[0];
always_comb begin
    start_turn_n[0] = 0;
    if(in_count == 7 && channel_count == 63)begin
        start_turn_n[0] = 1;
    end 
end
always_ff @(posedge clk or negedge rst_n)begin
    if(!rst_n)begin
        out_data <= 0;
        in_data_reg <= 0;
        bias_reg <= 0;
        weight_reg <= 0;
        mul <= 0;
        in_count <= 0;
        col_count_8 <= 0;
        row_count <= 0;
        channel_count <= 0;
        out_temp[0] <= 0;
        out_temp[1] <= 0;
        out_valid <= 0;
        start_out <= 0;
        start_turn[0] <= 0;
        start_turn[1] <= 0;
        has_start_out <= 0;
        start_in <= 0;
        for(int i = 0; i <= 21; i = i + 1)begin
            sum[i] <= 0;
        end
    end else begin
        out_data <= out_data_n;
        in_data_reg <= in_data;
        bias_reg <= bias;
        weight_reg <= weight;
        mul <= mul_n;
        in_count <= in_count_n;
        col_count_8 <= col_count_8_n;
        row_count <= row_count_n;
        channel_count <= channel_count_n;
        out_temp[0] <= out_temp_n[0];
        out_temp[1] <= out_temp_n[1];
        out_valid <= out_valid_n;
        start_out <= start_out_n;
        start_turn[0] <= start_turn_n[0];
        start_turn[1] <= start_turn_n[1];
        has_start_out <= has_start_out_n;
        start_in <= start_in_n;
        for(int i = 0; i <= 21; i = i + 1)begin
            sum[i] <= sum_n[i];
        end
    end
end
endmodule
==> reports/results.md <==
| Stage | Metric | Value |
|---|---|---|
| global route | Number of antenna violations at the first check in global routing | 1 |
| clocking | Clock tree from TritonCTS | yes |
| synth | Commonest register cell after synthesis | sky130_fd_sc_hd__dfrtp_1 |
| detailed routing | Diodes inserted | 0 |
| die | Boundary pin count | 68 |
| global route | Combined global-route utilization of all metal layers | 0.152 |
| sta | Final number of max-transition violations | 0 |
| synth | Post-synth EDFFs | 0 |
| clocking | Post-CTS Resized | 0 |
| sta | Final clock skew | 0.0558 ns |
| synth | Share of the synthesized area in the top cell type | 0.502 |
| sta | Final period demand of the worst path | 9.31 ns |
| power and ir drop | VDD IR-drop max | 0.129 mV |
| die | Total die area | 0.0860 mm^2 |
| detailed routing | First DRT Iteration DRCs | 945 |
| worst hold path | Worst Hold Path EP | out_valid |
| sta | Final hold slack | 0.359 ns |
| place | Gp weighted congestion | 0.892 |
| global route | Vias in the first global route | 20000 |
| global route | Remaining Overflow, GRT | 0 |
| detailed routing | Routed WL per cell | 15.1 um |
| run status | Status | finished clean |
| clocking | Num Clock Sinks | 681 |
| synth | Synth warn | 7 |
| synth | Post-synthesis cell type count | 70 |
| worst setup path | Data arrival time at the worst-slack endpoint | 9.99 ns |
| worst setup path | Startpoint of the lowest-slack register-to-register path | in_data_reg[9] |
| finish | Regs by FF count | sum x528, mul x24, out_temp x24 |
| detailed routing | Total vias in the final route | 18900 |
| finish | Post-layout util | 0.456 |
| clocking | Post-CTS Hold Buffers | 0 |
| synth | Average cell area after synthesis | 12.9 um^2 |
| global route | Global-route wire length before repair | 102 mm |
| worst hold path | Hold WC Path Type | reg -> reg |
| synth | Cell count listed in synth_stat.txt | 2640 |
| finish | Flip-flop count of the largest register, all copies and words added | 528 |
| place | Detailed placer's ending HPWL | 39.1 mm |
| worst hold path | Hold path startpoint | start_out |
| worst hold path | Worst hold path stage count | 0 |
| worst setup path | Launching element type of the critical path | primary input |
| worst setup path | Nature of the critical path endpoint | async pin |
| synth | Cell taking the most area after synthesis | sky130_fd_sc_hd__dfrtp_1 |
| synth | Gate count of the mapped netlist | 2640 |
| finish | Total of fill cells in the finished design | 7350 |
| place | Number of I/O port buffers | 67 |
| finish | Final standard cell area without fillers | 0.0382 mm^2 |
| sta | Cycle use final | 0.253 |
| synth | Total of flip-flops plus latches after synthesis | 681 |
| synth | Post-synth design cell area | 0.0339 mm^2 |
| synth | Most frequent cells after synthesis | sky130_fd_sc_hd__dfrtp_1, sky130_fd_sc_hd__mux2_2, sky130_fd_sc_hd__inv_1 |
| finish | Register name with the most flops | sum |
| worst setup path | Startpoint-to-endpoint class of the critical path | in -> async |
| clocking | Clock tree root buffer cell | sky130_fd_sc_hd__clkbuf_16 |
| synth | Area reported by Yosys stat | 0.0339 mm^2 |
| sta | Summed negative setup slack over all endpoints | 0 ns |
| detailed routing | Remaining antenna violation count after routing | 0 |
| sta | Worst rel slew slack | 0.454 |
| sta | Hold Violations, Final | 0 |
| detailed routing | DR pass1 iterations | 7 |
| power and ir drop | Leak Pwr | 18.6 nW |
| clocking | Buffers from clock root to sink, at most | 3 |
| place | Area after detailed placement | 0.0358 mm^2 |
| die | Die W | 293 um |
| sta | Highest clock frequency the design can meet | 107 MHz |
| worst setup path | Crit path DRT | 37.48 ns |
| job | Max capacitance violation total | 0 |
| detailed routing | Post-route DRC violation count | 0 |
| worst setup path | Critical path peak fanout | 83 |
| sta | Final number of setup-violating endpoints | 0 |
| worst setup path | Path depth of the worst reg2reg path | 19 |
| worst setup path | Register-to-register setup slack | 30.52 ns |
| synth | Async set-reset flop share out of synthesis | 1.00 |
| finish | Share of cells above drive strength 1 | 0.240 |
| clocking | Post-CTS setup-driven buffer insertion count | 0 |
| clocking | H-tree levels | 3 |
| die | Die Span Y | 293 um |
| die | Core area | 0.0838 mm^2 |
| sta | Setup repair after global routing missed its margin | no |
| detailed routing | Avg Vias per Cell | 4.85 |
| detailed routing | Routed WL | 58.8 mm |
| finish | Synthesis-to-layout area growth | 12.7% |
| global route | Pin count of the biggest net entering global routing | 142 |
| job | Count of tool warnings | 30 |
| synth | Post-synthesis cell type with the largest instance count | sky130_fd_sc_hd__dfrtp_1 |
| die | Rows | 106 |
| clocking | Source-to-sink clock delay at the later pin of the worst-skew pair | 0.62 ns |
| synth | Sequential element share of the synthesized area | 0.502 |
| clocking | Clock-pin transition on the worst setup and hold timing paths | 0.06 ns |
| power and ir drop | Power per standard cell area | 76.2 mW/mm^2 |
| clocking | TritonCTS buffer count | 71 |
| die | Pre-placement core utilization | 0.405 |
| worst setup path | Worst reg2reg endpoint | mul[22] |
| synth | Top cells by area | sky130_fd_sc_hd__dfrtp_1, sky130_fd_sc_hd__mux2_2, sky130_fd_sc_hd__fa_1 |
| sta | Worst Max-Slew Pin Slew | 0.819 ns |
==> worst max-delay path: stages <==
cell	delay [ns]
sky130_fd_sc_hd__buf_8	0.40
sky130_fd_sc_hd__buf_4	0.66
sky130_fd_sc_hd__buf_4	0.70
sky130_fd_sc_hd__buf_4	0.65
==> per-stage QoR <==
step / power [mW] / cells / worst slack (ns)
floorplan: 1.88 / 2640 / 29.06
global placement: 2.20 / 3763 / 26.76
detailed placement: 2.22 / 3763 / 26.68
CTS: 2.96 / 3889 / 27.36
global route: 3.17 / 3889 / 27.02
finish: 2.91 / 3889 / 27.49
==> final cells by class <==
class / count / area (um^2) / share of cell area
clock buffer: 100 / 2050 / 0.0535
multi-input combinational: 1569 / 15400 / 0.403
timing repair buffer: 89 / 853 / 0.0223
inverter: 290 / 1090 / 0.0285
clock inverter: 26 / 353 / 0.00923
tap: 1134 / 1420 / 0.0371
sequential: 681 / 17000 / 0.446
==> power by group <==
group | total (mW) | internal (mW) | switching, mW
Clock | 0.714 | 0.415 | 0.299
Combinational | 1.32 | 0.595 | 0.722
Sequential | 0.882 | 0.827 | 0.0554
Total | 2.91 | 1.84 | 1.08
==> cell usage in the layout, fill, tap and decap left out, drive strengths merged, types with 7 or more instances in the layout <==
cell	synthesis	layout
a211oi	8	8
a21o	17	17
a21oi	41	41
and2	122	122
and3	12	12
buf	7	23
clkbuf	93	100
clkdlybuf4s50	0	66
clkinv	0	16
dfrtp	681	681
fa	189	189
ha	119	119
inv	290	293
mux2	502	502
nand2	172	172
nand2b	10	10
nand3	32	32
nand4	17	17
nor2	57	57
nor2b	9	9
nor3	12	12
o211ai	7	7
o21a	9	9
o21ai	40	40
o22ai	25	25
xnor2	84	84
xor2	22	22
==> routing by layer <==
layer	share of wire	GRT usage	vias up
met2	0.44	0.214	426
met3	0.066	0.0438	117
met4	0.031	0.0377	0
met1	0.47	0.242	9448
met5	0	0	-
li1	-	-	8886
==> cell families after synthesis <==
logic type,Yosys count,share of synthesized area
simple gates,470,0.0698
compound gates,180,0.0345
xor+xnor,106,0.0274
buf+inv,390,0.0433
fa+ha+maj,308,0.155
mux,505,0.167
flops,681,0.502
==> how the worst max path moves through the flow <==
| stage | startpoint | to | slack, ns | cells past startpoint |
|---|---|---|---|---|
| 5_1_grt | rst_n | weight_reg[6] | 27.02 | 4 |
| 6_report | rst_n | weight_reg[6] | 27.49 | 4 |
| 4_1_cts | rst_n | weight_reg[11] | 27.36 | 4 |
No activity file was given, so power comes from the tool's default toggle rates.
