==> /design/flow/design.v <==
module fc2_column (
    input clk,
    input rst_n,
    input out_valid,
    input logic signed [7:0] weight,
    input  logic signed [10:0] in_data,
    input  logic signed [7:0] bias,
    input logic [8:0] in_count,
    output logic signed [24:0] sum
);
logic signed[17:0] mul_reg, mul;
logic signed[24:0] sum_n;
logic signed [15:0] bias_extended;
logic signed [10:0] in_data_reg;
logic signed [7:0] weight_reg;
logic signed [7:0] bias_reg;
logic signed [23:0] sum_first, sum_first_n;
assign bias_extended = {bias_reg, 8'b0} ;
always_comb begin
    mul = in_data_reg * weight_reg;
    sum_n = sum;
    if(in_count < 257)begin
        if(in_count == 5 && sum_first)begin
            sum_n = sum_first + mul_reg;
        end else begin
            sum_n = sum + mul_reg;
        end
    end else if(in_count == 257)begin
        sum_n = sum + bias_extended; 
    end else if(in_count == 258)begin
        sum_n = sum>>>8;
        if(sum[7])begin
            if(sum[6:0] || sum[8])begin
                sum_n = (sum>>>8) + 1;
            end
        end
    end else if(in_count == 259)begin
        sum_n = sum;
    end else begin
        sum_n = 0;
    end
end
always_comb begin
    sum_first_n = 0;
    if(in_count >= 257)begin
        sum_first_n = sum_first + mul_reg;
    end
end
always_ff @(posedge clk or negedge rst_n)begin
    if(!rst_n)begin
        mul_reg <= 0;
        sum <= 0;
        in_data_reg <= 0;
        weight_reg <= 0;
        bias_reg <= 0;
        sum_first <= 0;
    end else begin
        mul_reg <= mul;
        sum <= sum_n;
        in_data_reg <= in_data;
        weight_reg <= weight;
        bias_reg <= bias;
        sum_first <= sum_first_n;
    end
end
endmodule
==> /design/flow/run.sh <==
#!/bin/bash
# OpenROAD 26Q1-2900-gdf79404cd8, Yosys 0.63+post, stock flow scripts
make -C /OpenROAD-flow-scripts/flow DESIGN_CONFIG=/design/flow/config.mk WORK_HOME=/design/flow/orfs finish
==> /design/flow/config.mk <==
export PLATFORM = sky130hd
export DESIGN_NAME = fc2_column
export DESIGN_NICKNAME = fc2_column
export VERILOG_FILES = /design/flow/design.v
export SDC_FILE = /design/flow/constraint.sdc
export NUM_CORES = 4
export LEC_CHECK = 1
export CORE_UTILIZATION = 50
==> /design/flow/constraint.sdc <==
current_design fc2_column

set clk_period 12.7
set clk_io_pct 0.2

create_clock -name clk0 -period $clk_period [get_ports {clk}]

set non_clock_inputs [all_inputs -no_clocks]
set_input_delay [expr $clk_period * $clk_io_pct] -clock clk0 $non_clock_inputs
set_output_delay [expr $clk_period * $clk_io_pct] -clock clk0 [all_outputs]
==> run summary <==
Figures from the flow reports.

Placement:
- The run gives the placer's final routability congestion estimate as 0.913.
- The run gives the placed cell area as 10800 sq um.
- The wire-length estimate of the detail-placed layout is 17700 microns.
- The run gives the number of buffer cells added on primary ports as 62.

Final timing:
- The run puts the achievable frequency at 0.153 GHz.
- The run gives the slew at the pin closest to its max-slew limit as 835 ps.
- The run puts the tightest slew margin relative to the limit at 44.1%.
- Setup violations remaining at the end of the flow were counted as 0.
- The run puts the share of the cycle needed by the critical path after routing at 51.6%.
- The run gives the worst setup skew after layout as 12.1 ps.
- Setup repair after global routing left no endpoint under its margin.
- The run puts the minimum clock period at 6550 ps.
- The final max-slew violation count recorded for this run is 0.
- The run gives the sum of negative setup slack as 0 ps.
- The run gives the count of endpoints failing hold in the final timing report as 0.

Drt:
- The run gives the detailed-router iteration count before antenna repair as 6.
- The run puts the via total after detailed routing at 7697.
- Using the TritonRoute via totals, the vias-per-cell ratio works out to 5.52.
- The run puts the count of antenna diodes in the layout at 0.
- The run puts the iteration-0 DRC count of the detailed router at 273.
- The run puts the detailed-route DRC error count at 0.
- The detail route stage leaves a number of antenna-violating nets equal to 0.
- The run gives the final routed wirelength across all metal layers as 22400 microns.
- The run gives the average routed wire per standard cell as 16.1 microns.

Yosys:
- The mapped netlist covers 9890 sq um.
- The run gives the synthesized flop and latch total as 94.
- The run gives the dominant kind of combinational cell as adder cells.
- The run puts the number of enable-type register cells in the synthesized netlist at 0.
- Of the total synthesized cell area, the portion taken by AND-OR and OR-AND cells is 16.9%.
- The run gives the simple-gate share of the synthesized area as 15.5%.
- Sequential elements use 23.8% of the synthesized area.
- The run puts the average cell area after synthesis at 9.20 sq um.
- The cell-mix breakdown from Yosys lists the adder-cell area share as 27.0%.
- The commonest register cell is sky130_fd_sc_hd__dfrtp_1.
- The run gives the share of flip-flops with an asynchronous set or reset as 100%.
- The run puts the area fraction in mux cells at 3.24%.
- After synthesis, the design contains 1075 cells according to Yosys.
- The main area contributors are sky130_fd_sc_hd__dfrtp_1 24%, sky130_fd_sc_hd__fa_1 15%, sky130_fd_sc_hd__ha_1 12%, sky130_fd_sc_hd__inv_1 4.7%, sky130_fd_sc_hd__xnor2_1 4.6%.
- The run gives the area reported by Yosys stat as 9890 sq um.
- The cell type that accounts for the most area after synthesis is sky130_fd_sc_hd__dfrtp_1.
- The run gives the number of warnings printed during yosys synthesis as 1.
- The run puts the count of distinct cell types in the synthesized netlist at 72.
- The synthesized netlist devotes 7.61% of its cell area to XOR and XNOR gates.
- The run puts the top cell type's share of synthesized area at 23.8%.
- Synthesis produced 1075 cells.

GRT:
- The run gives the pin count of the biggest net entering global routing as 39.
- Global routing used 24.5% of the available tracks across all layers.
- The run gives the number of global-route vias before repair as 7468.
- The first global-routing pass estimated 37200 microns of wire.
- The run puts the total global routing overflow at 0.
- The run gives the initial antenna violation count as 0.

Clock network:
- The run gives the number of levels in the clock H-tree as 3.
- The run gives the clock-pin slew on the worst setup and hold paths as 70 ps.
- TritonCTS reports the number of clock sinks as 94.
- The run gives the number of CTS-inserted buffers as 9.
- Clock latency on the worst-skew pair, taken at its later pin, is 350 ps.
- The run gives the number of buffers inserted for hold repair after clock tree synthesis as 0.
- The run puts the post-cts repair resize count at 0.
- The run gives the root cell of the clock tree as sky130_fd_sc_hd__clkbuf_16.
- The run gives the number of buffers on the longest clock path as 2.
- The run gives the buffer count from post-CTS setup fixing as 0.
- TritonCTS built the clock tree.

Min path:
- Per the hold report, the tightest min-delay path originates at sum[1].
- The endpoint of the worst hold path is reported as sum[1].
- The worst hold path belongs to the class flop to flop.
- The run gives the cell count of the worst hold path as 2.

Floorplan:
- The run puts the placeable core region at 19400 sq um.
- 64 I/O pins were placed.
- The run gives the number of standard-cell rows in the floorplan as 51.
- The run gives the die area as 20400 sq um.
- The run gives the floorplan-stage core utilization as 51.0%.
- The run gives the vertical extent of the die as 143 microns.
- The run gives the horizontal extent of the die as 143 microns.

Pwr:
- The analysis attributes to cell leakage a power of 0.00521 uW.
- In this run the power density over the cells is 233 nW/um^2.
- The run gives the portion of total power attributed to combinational logic as 67.7%.
- The run gives the switching power total as 1180 uW.
- The run gives the clock share of power as 10.8%.
- The run puts the maximum vdd ir drop at 108 uV.
- Per the breakdown, switching nets consume 45.9% of all power.
- The run puts the design internal power at 1400 uW.
- The run gives the power share of the sequential group as 21.5%.

Cells and area:
- In the final layout, the share of cells above drive strength 1 is 5.93%.
- The final report gives the standard cell area, fillers excluded, as 11100 sq um.
- The run gives the layout overhead on the synthesized area as 11.8%.
- The run puts the flip-flop count of the largest register, all copies and words added at 25.

Setup path:
- The cell that appears most often on the critical path is sky130_fd_sc_hd__o211ai_1.
- Looking at the reg2reg group, the worst path starts from weight_reg[7].
- The worst register-to-register path ends at mul_reg[16].
- In the setup report, the worst path falls into the class input port to flop.
- Per STA, the worst path is made up of clkdlybuf4s50_1 > nor4_1 > o21ai_2 > buf_4 > mux2_2 > ha_1 > nand3_1 > nor3_1 > o211ai_1 > a211oi_1 > o211ai_1 > a21oi_1 > nor3b_1 > o32a_1.
- The run gives the arrival time of data at the critical path endpoint as 6790 ps.
- The largest individual stage delay along the critical path comes from the cell sky130_fd_sc_hd__clkdlybuf4s50_1.
- STA classifies the critical path endpoint as a flop.
- The run gives the family with the most delay on the worst path as AND-OR/OR-AND gates.
- The run puts the highest net fanout along the worst path at 25.
- The worst register-to-register path depth is 15.
- The timing report notes that buffer and inverter cells on the critical path total 2.
- The worst setup path is launched from an input port.
- The run puts the setup slack on the worst flop-to-flop path at 7940 ps.
- The run puts the largest stage delay on the critical path at 760 ps.
- The run puts the critical path required time at 12930 ps.

Status:
- The flow ran to the end, and the final reports show no timing, DRC or antenna violations.

Run:
- The run puts the max-capacitance violation count at 0.
- In this run the tools logged warnings totalling 26.
Yosys cell counts, drive strengths merged (8+ instances only):
| cell | instances |
|---|---|
| inv | 124 |
| ha | 97 |
| dfrtp | 94 |
| nor2 | 80 |
| fa | 73 |
| nand2 | 72 |
| and2 | 53 |
| xnor2 | 52 |
| a21oi | 49 |
| o21ai | 42 |
| xor2 | 34 |
| a21o | 28 |
| clkbuf | 26 |
| mux2 | 24 |
| nand3 | 23 |
| a211oi | 16 |
| and3 | 16 |
| nand2b | 16 |
| nor3 | 16 |
| o21a | 14 |
| o221ai | 10 |
| nand4 | 9 |
| o211ai | 9 |
| nor4 | 8 |
metal layers:
layer  wire [microns]  global-route usage (%)
met5                0                       0
met4              395                    4.70
met3              812                    2.97
met2            10900                    41.8
met1            10300                    34.9
worst register-to-register path: stages (launching register included):
cell	delay [ps]
sky130_fd_sc_hd__dfrtp_1	480
sky130_fd_sc_hd__inv_1	270
sky130_fd_sc_hd__nor2_1	110
sky130_fd_sc_hd__fa_1	510
sky130_fd_sc_hd__fa_1	520
sky130_fd_sc_hd__fa_1	540
sky130_fd_sc_hd__inv_1	50
sky130_fd_sc_hd__fa_1	520
sky130_fd_sc_hd__inv_1	40
sky130_fd_sc_hd__ha_1	330
sky130_fd_sc_hd__a21boi_1	160
sky130_fd_sc_hd__o21ai_0	220
sky130_fd_sc_hd__a21oi_1	130
sky130_fd_sc_hd__a41o_1	280
sky130_fd_sc_hd__o41ai_1	370
sky130_fd_sc_hd__xnor2_1	170
power groups by stage:
stage         registers [uW]  clock network (uW)  logic, uW
global route             570                 300       1980
CTS                      554                 291       1760
finish                   555                 279       1750
placed cells by master, fill, tap and decap left out, types with 6 or more instances in the layout:
master / n
sky130_fd_sc_hd__o211ai_1: 9
sky130_fd_sc_hd__and2_1: 53
sky130_fd_sc_hd__o21a_1: 14
sky130_fd_sc_hd__nor2b_1: 7
sky130_fd_sc_hd__a21oi_1: 49
sky130_fd_sc_hd__clkbuf_16: 9
sky130_fd_sc_hd__buf_4: 6
sky130_fd_sc_hd__nand2b_1: 16
sky130_fd_sc_hd__nand2_1: 72
sky130_fd_sc_hd__o21ai_1: 11
sky130_fd_sc_hd__inv_1: 124
sky130_fd_sc_hd__nand4_1: 9
sky130_fd_sc_hd__o21ai_0: 27
sky130_fd_sc_hd__clkdlybuf4s50_1: 61
sky130_fd_sc_hd__xnor2_1: 52
sky130_fd_sc_hd__fa_1: 73
sky130_fd_sc_hd__nor3_1: 15
sky130_fd_sc_hd__a211oi_1: 13
sky130_fd_sc_hd__ha_1: 97
sky130_fd_sc_hd__nor2_1: 80
sky130_fd_sc_hd__mux2_2: 24
sky130_fd_sc_hd__nand3_1: 23
sky130_fd_sc_hd__a31oi_1: 7
sky130_fd_sc_hd__o221ai_1: 10
sky130_fd_sc_hd__nor4_1: 8
sky130_fd_sc_hd__and3_1: 16
sky130_fd_sc_hd__a21o_1: 27
sky130_fd_sc_hd__xor2_1: 34
sky130_fd_sc_hd__dfrtp_1: 94
worst max path at each step:
stage,slack (ps),end,startpoint,cells after the start
6_report,6150,sum[23],in_count[1],14
5_1_grt,5850,sum[23],in_count[1],14
4_1_cts,6160,sum[23],in_count[1],14
area by class of cell:
class | count | area, sq um
clock buffer | 10 | 229
clock inverter | 6 | 70.1
fill | 1803 | 8330
inverter | 124 | 465
multi-input combinational | 828 | 6960
sequential | 94 | 2350
tap | 265 | 332
timing repair buffer | 67 | 656
cell families (layout without fill, tap and decap cells):
group                      Yosys count  after routing
DFF                                 94             94
adders and majority gates          170            170
AOI/OAI and AO/OA                  232            232
buffers and inverters              153            207
and+or+nand+nor                    311            311
xor gates and xnor gates            86             86
muxes                               29             29
per-stage QoR:
stage	util, %	setup slack (ps)	power (uW)	hold slack (ps)	std cells
detailed placement	55.5	5820	2300	554	1378
floorplan	-	6920	1910	474	1075
global placement	55.5	5760	2300	541	1378
global route	57.0	5850	2850	626	1394
CTS	57.0	6160	2600	572	1394
finish	57.0	6150	2580	578	1394
Power and IR drop assume default switching activity.
