==> design.v <==
module fc1_column (
    input clk,
    input rst_n,
    input out_valid,
    input logic signed [8:0] weight,
    input  logic signed [9:0] in_data,
    input  logic signed[10:0] bias,
    input logic [6:0] in_count,
    output logic signed [24:0] sum
);
logic signed[18:0] mul_reg, mul;
logic signed[24:0] sum_n;
logic signed [18:0] bias_extended;
logic signed [9:0] in_data_reg; 
logic signed [8:0] weight_reg; 
logic signed [10:0] bias_reg;
assign bias_extended = {bias_reg, 8'b0} ;
always_comb begin
    if(in_count < 65)begin
        sum_n = sum + mul_reg;
        mul = in_data_reg * weight_reg;
    end else if(in_count == 65)begin
        sum_n = sum + bias_extended; 
        mul = 0;
    end else if(in_count == 66)begin
        sum_n = sum>>>8;
        if(sum[7])begin
            if(sum[6:0] || sum[8])begin
                sum_n = (sum>>>8) + 1;
            end
        end
        mul = 0;
    end else if(in_count == 67)begin
        sum_n = sum;
        mul = 0;
    end else begin
        sum_n = 0;
        mul = 0;
    end
end
always_ff @(posedge clk or negedge rst_n)begin
    if(!rst_n)begin
        mul_reg <= 0;
        sum <= 0;
        in_data_reg <= 0;
        weight_reg <= 0;
        bias_reg <= 0;
    end else begin
        mul_reg <= mul;
        sum <= sum_n;
        in_data_reg <= in_data;
        weight_reg <= weight;
        bias_reg <= bias;
    end
end
endmodule
==> run.sh <==
#!/bin/bash
# OpenROAD 26Q1-2900-gdf79404cd8, Yosys 0.63+post, stock flow scripts
make -C /OpenROAD-flow-scripts/flow DESIGN_CONFIG=/design/flow/config.mk WORK_HOME=/design/flow/orfs finish
==> config.mk <==
export PLATFORM = sky130hd
export DESIGN_NAME = fc1_column
export DESIGN_NICKNAME = fc1_column
export VERILOG_FILES = /design/flow/design.v
export SDC_FILE = /design/flow/constraint.sdc
export NUM_CORES = 4
export LEC_CHECK = 1
export CORE_UTILIZATION = 40
==> constraint.sdc <==
current_design fc1_column

set clk_period 5.6
set clk_io_pct 0.2

create_clock -name clk0 -period $clk_period [get_ports {clk}]

set non_clock_inputs [all_inputs -no_clocks]
set_input_delay [expr $clk_period * $clk_io_pct] -clock clk0 $non_clock_inputs
set_output_delay [expr $clk_period * $clk_io_pct] -clock clk0 [all_outputs]
==> metrics.yaml <==
worst_hold_path:
  hold_depth: 2
  min_path_type: "register to register"
  min_to: "sum[5]"
  holdCritStartpoint: "sum[5]"
synthesis:
  synth_cell_types: 68
  ff_type: "dfrtp_1"
  synth-xor-area-share: 0.0624
  yosysTopAreaCell: "dfrtp_1"
  synth_flops: 74
  most_common_cell: "inv_1"
  synth_async_sr_flop_share: 1.00
  post_synth.cell_area_avg_um2: 9.41
  synth_cells: 850
  synth_seq_share: 0.231
  yosys.area_share.simple: 0.167
  yosysWarnings: 1
  top_area_frac: 0.231
  ys_sh_mux: 0.00516
  syn_area_mm2: 0.00800
  ys_sh_aoi: 0.150
  area_leaders: "dfrtp_1 (23%), fa_1 (20%), ha_1 (13%), inv_1 (4.5%), and2_1 (3.9%)"
  adder_share: 0.324
  topCombFamilyByArea: "adder cells"
  ys_cells: 850
  edf_count: 0
  synthTopCellsByCount: "inv_1 (96), ha_1 (81), fa_1 (79)"
  ys_area_mm2: 0.00800
cts:
  clock_latency_ns: 0.35
  cts_tree: "built"
  cts_root_buf: "clkbuf_16"
  clkTransAtPathRegs_ns: 0.06
  cts.sink_count: 74
  hold_buffers: 0
  htreeDepth: 3
  postCtsSetupBuffers: 0
  cts_buffer_depth: 2
  cts-buffers-inserted: 9
  cts_resized: 0
status:
  status: "finished, final reports clean"
floorplan:
  ioPinCount: 65
  rows: 51
  core_area_mm2: 0.0195
  die_h_um: 143
  chipWidth_um: 143
  fp_util: 0.410
  die_area_mm2: 0.0206
place:
  placedCellCount: 1161
  dpl.hpwl_mm: 13.7
  port_buffers: 63
  routabilityCongestion: 0.918
pwr:
  clkPwrFrac: 0.130
  p_sw_frac: 0.444
  p_comb_frac: 0.659
  p_per_area_mw_per_mm2: 440
  power_uw: 4020
  netSwitchingPower_uw: 1790
  internal-power_uw: 2240
  vdd_ir_drop_max_v: 0.000302
  p_leak_uw: 0.00433
  pwr-share-seq: 0.212
worst_setup_path:
  critical_path.slowest_cell: "dfrtp_1"
  cp_max_fo: 10
  endpoint_kind: "register"
  start_kind: "register"
  reg2reg_slack_ns: 0.31
  crit_family: "adder cells"
  worstPathRequired_ns: 5.79
  r2r_start: "weight_reg[1]"
  ff2ff_path_depth: 18
  r2r_end: "mul_reg[18]"
  crit_path_frequent_cell: "fa_1"
  slowest_delay_ns: 0.59
  arrival_ns: 5.48
  crit_buf_inv: 3
  critical_path_class: "register to register"
  path_cells: "nand2_1 > fa_1 > inv_1 > fa_1 > inv_1 > fa_1 > inv_1 > fa_1 > ha_1 > ha_1 > a211oi_1 > o21ai_0 > a31oi_1 > o21ai_0 > o41ai_2 > o21ai_0 > xnor2_1 > nor2_1"
timing:
  finalClockSkew_ns: 0.0116
  fin_crit_sh: 0.944
  min_period_ns: 5.29
  tightest_slew_ns: 0.786
  rsz0062_at_grt: "false"
  hold_violations: 0
  relSlewSlack: 0.469
  report.final.slew_viol_count: 0
  max_freq_mhz: 189
  hold_ws_ns: 0.579
  setup_viol: 0
  setup_tns_ns: 0
route:
  vias_per_cell: 5.23
  drt-wirelength-per-cell_um: 15.0
  antennaDiodeCount: 0
  drc: 0
  vias: 6145
  ant_nets: 0
  wl_mm: 17.6
  drtIter0Drc: 282
  firstDrtPassIters: 5
global_route:
  grt_pass1_vias: 5905
  grt_util_all_layers: 0.191
  overflow: 0
  grt_pass1_wl_mm: 29.7
  grt_max_degree: 44
  antenna_found_initial: 0
layout:
  drive_gt1_frac: 0.0439
  layoutNonFillerInstCount: 1176
  area_growth_pct: 14.3
  utilization: 0.468
  largest_register_ffs: 25
job:
  maxCapViolations: 0
  warning_count: 26
[routing by layer]
metal	vias up	track usage	wire [µm]
met3	15	0.0299	771
met2	118	0.291	7910
met5	-	0	0
met4	0	0.0190	209
li1	3018	-	-
met1	2994	0.308	8710
[power by group through the flow]
stage / Clock (µW) / Sequential (µW) / Combinational, µW
6_report: 523 / 851 / 2650
4_1_cts: 544 / 851 / 2680
5_1_grt: 561 / 868 / 3060
[cells by family after synthesis]
group	count (synthesis)
mux	4
compound gates	175
simple gates	262
buf+inv	118
fa+ha+maj	160
xor+xnor	57
flops	74
[worst max path at each step]
stage,from,to,slack (ns),cells past startpoint
after CTS,in_data_reg[0],mul_reg[18],0.19,16
after global routing,in_data_reg[0],mul_reg[18],0.02,16
final,weight_reg[1],mul_reg[18],0.31,18
[area by class of cell]
class,count,area [µm²]
fillers,1823,10400
multi-input cells,658,5690
flip-flops and latches,74,1850
repair buffers,68,666
inverters,96,360
well taps,265,332
clock buffers,11,233
clock inverters,4,20.0
[stage by stage]
step / worst slack (ns) / area [µm²]
floorplan: 0.719 / 8000
global placement: 0.254 / 8890
detailed placement: 0.231 / 8890
CTS: 0.187 / 9140
global route: 0.0224 / 9150
finish: 0.314 / 9150
[worst register-to-register path, delay by kind of cell, from the launching register on]
family / cells / cell delay, ns
AOI/OAI and AO/OA: 6 / 1.49
xor gates and xnor gates: 1 / 0.20
adders and majority gates: 6 / 2.50
buffers and inverters: 3 / 0.15
DFF: 1 / 0.59
and+or+nand+nor: 2 / 0.19
[placed cells by master, fill, tap and decap left out, types with 3 or more instances in the layout]
cell type,n
buf_4,6
and2_1,50
o311ai_0,3
mux2i_1,3
nand2b_1,9
nor2_1,45
nand4_1,6
a31oi_1,6
nand2_1,75
o22ai_1,5
o22a_1,3
nor3_1,13
ha_1,81
a211oi_1,9
a22oi_1,7
o21a_1,4
and4_1,3
o21ai_0,36
inv_1,96
and3_1,11
xnor2_1,35
clkinv_2,4
xor2_1,22
dfrtp_1,74
nand3_1,14
o221ai_1,4
or3_1,6
o32a_1,3
o21bai_1,5
o31ai_1,4
o211ai_1,7
or2_2,3
a21o_1,16
clkbuf_16,9
nor2b_1,16
fa_1,79
a21oi_1,38
clkdlybuf4s50_1,62
Power and IR drop assume default switching activity.
